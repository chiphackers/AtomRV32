### flow/config.mk
export PLATFORM = sky130hd
export DESIGN_NAME = immediate
export DESIGN_NICKNAME = immediate
export VERILOG_FILES = /design/flow/design.v
export SDC_FILE = /design/flow/constraint.sdc
export NUM_CORES = 4
export LEC_CHECK = 1
export CORE_AREA = 10 10 70 70
export DIE_AREA = 0 0 80 80
### flow/constraint.sdc
current_design immediate

set clk_period 3.4
set clk_io_pct 0.2

create_clock -name clk0 -period $clk_period

set non_clock_inputs [all_inputs -no_clocks]
set_input_delay [expr $clk_period * $clk_io_pct] -clock clk0 $non_clock_inputs
set_output_delay [expr $clk_period * $clk_io_pct] -clock clk0 [all_outputs]
### flow/design.v
module immediate#(
	parameter XLEN = 32,
    parameter OP_LEN = 7
)(
	input        [XLEN-1:0]     instr,
    input        [OP_LEN-1:0]   opcode,
    input        [2:0]          funct3,
    input        [6:0]          types,
	output reg   [XLEN-1:0]     imm_out
);
	always@(*)begin
		case(types[5:0])
            6'b100000 : begin
                        if(funct3[1:0] == 2'b01 )
                            imm_out = {27'b0,instr[24:20]};
                        else
                            imm_out = {{21{instr[31]}},instr[30:20]};
                       end
            6'b100100 : imm_out = {{21{instr[31]}},instr[30:20]};
            6'b010000 : imm_out = {{21{instr[31]}},instr[30:20]};
			6'b001000 : imm_out = {{21{instr[31]}},instr[30:25],instr[11:8],instr[7]};
			6'b000100 : imm_out = {{12{instr[31]}},instr[19:12],instr[20],instr[30:21],1'b0};
			6'b000010 : imm_out = {{20{instr[31]}},instr[7],instr[30:25],instr[11:8],1'b0};
			6'b000001 : imm_out = {instr[31:12],{12{1'b0}}};
			default: imm_out = 32'd0;
		endcase
	end
endmodule
### flow/run.sh
#!/bin/bash
# OpenROAD 26Q1-2900-gdf79404cd8, Yosys 0.63+post, stock flow scripts
make -C /OpenROAD-flow-scripts/flow DESIGN_CONFIG=/design/flow/config.mk WORK_HOME=/design/flow/orfs finish
==> flow_metrics.py <==
# Flow results
metrics = {
    "die": {
        "die_x_um": 80,
        "coreArea_um2": 3420,
        "die_h_um": 80,
        "fp_util_pct": 16.7,
        "ios": 81,
        "die_area_um2": 6400,
        "rows": 21,
    },
    "synth": {
        "ys_area_um2": 569,
        "synth.distinct_cells": 30,
        "avgSynthCellArea_um2": 7.21,
        "ys_cells": 79,
        "synth.cell_area_um2": 569,
        "postSynthCellCount": 79,
        "synth_seq_share_pct": 0,
        "ys.warnings.count": 1,
    },
    "cells_and_area": {
        "final_cells": 202,
        "num-clock-buffers": 0,
        "final_cell_mix": "clkdlybuf4s50_1 (61), buf_4 (16), nand2_1 (12), a21o_1 (11), a21oi_1 (8)",
        "final_layout_top_logic_cell": "clkdlybuf4s50_1",
        "drive_gt1_share_pct": 19.9,
        "design.seq.count": 0,
        "fin_area_um2": 1420,
        "syn_to_final_growth_pct": 149,
        "final-seq-area_um2": 0,
    },
    "timing": {
        "final_hold_viol_count": 0,
        "slew_headroom_pct": 77.7,
        "rsz0062_at_grt": "false",
        "slew_viol_final": 0,
        "period_used_pct": 97.2,
        "fmax_mhz": 303,
        "setup_viol_count_final": 0,
        "period_needed_ns": 3.31,
        "tightest_slew_ns": 0.334,
    },
    "global_route": {
        "grt_pass1_vias": 871,
        "grt_max_degree": 12,
        "use_met3_pct": 2.50,
        "grt_pass1_wl_um": 4240,
        "met2_usage_pct": 13.0,
        "top_usage_layer": "met2",
        "antenna_found_initial": 0,
        "overflow": 0,
        "met1_usage_pct": 10.4,
        "grt_usage_pct": 7.90,
    },
    "pwr": {
        "switchingPower_uw": 43.2,
        "p_sw_share_pct": 34.4,
        "power.density_nw_per_um2": 88.6,
        "clockPowerShare_pct": 0,
        "p_int_uw": 82.5,
        "combPwrFrac_pct": 100.0,
        "power.leakage_uw": 0.000686,
        "ir_worst_vdd_mv": 0.0416,
        "seqPwrFrac_pct": 0,
    },
    "place": {
        "postPlaceCellArea_um2": 1370,
        "hpwl_um": 2430,
        "io_buffers": 65,
        "place_congestion": 0.800,
        "place_inst": 202,
    },
    "worst_setup_path": {
        "startpoint_type": "primary input",
        "worstSetupPathType": "primary input to output pin",
        "cp.arrival_ns": 2.63,
        "crit_fanout": 6,
        "crit_required_ns": 2.72,
        "worst_setup_path_end_kind": "output pin",
    },
    "flow_run": {
        "log.warning_count": 48,
        "cap_violations": 0,
    },
    "routing": {
        "wl_um": 2830,
        "wl_per_cell_um": 14.0,
        "antenna_left": 0,
        "diodes": 0,
        "via_per_inst": 4.43,
        "drc": 0,
        "first_pass_iters": 4,
        "drt_iter0_markers": 22,
        "vias": 894,
    },
    "outcome": {
        "outcome": "finished, final reports clean",
    },
    "clocking": {
        "post_cts_buffers": 0,
        "hold_buffers": 0,
    },
    "worst_hold_path": {
        "hp-class": "primary input to output pin",
    },
}
power groups by stage:
stage	registers (uW)	clock network [uW]	logic, uW
after CTS	0	0	124
after global routing	0	0	136
final	0	0	126
cells in the mapped netlist:
cell        n  share of area, %
nand2_1    13               8.6
a21o_1     11                15
a21oi_1     8               7.0
and2_1      7               7.7
a22o_1      4               6.2
nor2_1      4               2.6
buf_2       3               2.6
nor3_1      3               2.6
and3_1      2               2.2
nor3_2      2               3.5
nor4b_4     2               8.4
o21a_1      2               2.6
a22oi_1     1               1.3
a32o_1      1               1.8
buf_6       1               2.0
nand2b_1    1               1.1
nand3b_1    1               1.3
nor3b_1     1               1.3
o21a_2      1               1.5
o21ai_0     1              0.88
o21ai_2     1               1.5
o22ai_4     1               3.5
o2bb2ai_2   1               2.6
o31a_1      1               1.5
or3_1       1               1.1
or3_4       1               2.0
or3b_1      1               1.5
or3b_4      1               2.0
xnor2_1     1               1.5
xnor2_2     1               2.9
cell families after synthesis:
family	count (synthesis)	synth area share [%]
buffers and inverters	4	4.61
xor gates and xnor gates	2	4.40
AOI/OAI and AO/OA	33	45.1
and+or+nand+nor	40	45.9
worst max-delay path: stages:
cell,delay (ns)
clkdlybuf4s50_1,0.48
or3b_1,0.38
o21a_1,0.15
buf_4,0.15
o22ai_4,0.16
and2_4,0.17
clkdlybuf4s50_1,0.46
stage by stage:
stage	TNS, ns	power (uW)	setup slack, ns	util [%]	hold slack (ns)
global placement	-0.525	121	-0.0764	40.1	2.31
finish	0	126	0.0944	41.5	2.31
detailed placement	-0.869	122	-0.0990	40.1	2.32
global route	0	136	0.00810	41.5	2.34
floorplan	0	36.6	1.03	-	1.42
CTS	0	124	0.00977	40.5	2.32
area by class of cell:
| type | count | area, um2 |
|---|---|---|
| fill | 358 | 2000 |
| timing repair buffer | 81 | 781 |
| multi-input combinational | 75 | 581 |
| tap | 46 | 57.6 |
path summary, 6_finish.rpt:
check    endpoint  cells past startpoint      start  slack, ns
max    imm_out[6]                      7   types[3]       0.09
min    imm_out[5]                      3  instr[25]       2.31
per-layer routing:
metal / routed length [um] / part of all wire (%)
met5: 0 / 0
met4: 0 / 0
met3: 302 / 11
met2: 1340 / 48
met1: 1180 / 42
repair_timing:
action / CTS / global route
resized: 1 / 10
gates cloned: 0 / 0
endpoints found under the setup margin: 11 / 30
pin swaps: 0 / 2
Power figures rest on the tool's default switching activity, not on a simulated workload.
