<file path="/design/flow/design.v">
module register_file#(
	parameter XLEN = 32,
	parameter REG_FILE_DEPTH = 32,
	parameter REG_FILE_ADDR_LEN = $clog2(REG_FILE_DEPTH)
)(
	input clk,
	input wr_en,
	input [REG_FILE_ADDR_LEN-1:0] rs1,
	input [REG_FILE_ADDR_LEN-1:0] rs2,
	input [REG_FILE_ADDR_LEN-1:0] wr_addr,
	input [XLEN-1:0] wr_data,
	output wire [XLEN-1:0] rd_data_1,
	output wire [XLEN-1:0] rd_data_2
);
	reg [XLEN-1:0] reg_file [0:REG_FILE_DEPTH-1];
	assign rd_data_1 = (rs1 == 0)? 0 : reg_file [rs1];
	assign rd_data_2 = (rs2 == 0)? 0 : reg_file [rs2];
	always@(posedge clk)begin
		if(wr_en)begin
			reg_file[wr_addr] <= wr_data;
		end
	end	
endmodule
</file>
<file path="/design/flow/constraint.sdc">
current_design register_file

set clk_period 9.9
set clk_io_pct 0.2

create_clock -name clk0 -period $clk_period [get_ports {clk}]

set non_clock_inputs [all_inputs -no_clocks]
set_input_delay [expr $clk_period * $clk_io_pct] -clock clk0 $non_clock_inputs
set_output_delay [expr $clk_period * $clk_io_pct] -clock clk0 [all_outputs]
</file>
<file path="/design/flow/config.mk">
export PLATFORM = sky130hd
export DESIGN_NAME = register_file
export DESIGN_NICKNAME = register_file
export VERILOG_FILES = /design/flow/design.v
export SDC_FILE = /design/flow/constraint.sdc
export NUM_CORES = 4
export LEC_CHECK = 1
export CORE_UTILIZATION = 30
</file>
<file path="/design/flow/run.sh">
#!/bin/bash
# OpenROAD 26Q1-2900-gdf79404cd8, Yosys 0.63+post, stock flow scripts
make -C /OpenROAD-flow-scripts/flow DESIGN_CONFIG=/design/flow/config.mk WORK_HOME=/design/flow/orfs finish
</file>
==> impl_summary.log <==
[flow] final metrics
INFO  metric gp_congestion = between 0.9 and 1
INFO  metric most_common_cell = sky130_fd_sc_hd__edfxtp_1
INFO  metric post_synthesis_sequential_area_ratio = 0.655
INFO  metric top_register = reg_file
INFO  metric grt_first_pass_wirelength = between 200,000 and 250,000 um
INFO  metric crit_type = in2out
INFO  metric via_count_of_the_first_global_routing_pass = about 29,000
INFO  metric largest_register_ffs = 1,024
INFO  metric final.period_utilization = 0.817
INFO  metric synth.ff_latch_count = 1,024
INFO  metric cts.repair.resized = 0
INFO  metric grt-ovfl-total = 0
INFO  metric floorplan.rows = 144
INFO  metric synth_cell_type_count = 40
INFO  metric mux_area_frac = 0.249
INFO  metric syn_avg_cell_area = 19.6 um2
INFO  metric area_growth_syn_to_layout = 15.7%
INFO  metric chip_area_line_of_the_yosys_report = 0.0470 mm2
INFO  metric place_worst_setup_slack = 1.93 ns
INFO  metric totalWireLength = 145,000 um
INFO  metric hp-class = in2reg
INFO  metric power.share.clock = 0.398
INFO  metric pwr-share-comb = 0.092
INFO  metric drcViolationCount = 0
INFO  metric post_synth_instance_area = 0.0470 mm2
INFO  metric count_of_inserted_antenna_diode_cells = 0
INFO  metric die_height = 398 um
INFO  metric postSynth.asyncResetShare = 0
INFO  metric min_cycle_time_layout = roughly 8 ns
INFO  metric initial_core_util = 0.303
INFO  metric synth.area.top_cells = sky130_fd_sc_hd__edfxtp_1 (65%), sky130_fd_sc_hd__mux4_2 (20%), sky130_fd_sc_hd__mux2i_1 (3.9%)
INFO  metric cts_buffers = approximately 110
INFO  metric relSlewSlack = 0.216
INFO  metric cellLeakagePower = 17.1 nW
INFO  metric top_flip_flop_cell_by_instance_count_after_synthesis = sky130_fd_sc_hd__edfxtp_1
INFO  metric setup-violations-final = 0
INFO  metric compound_cell_area_share_of_the_yosys_netlist = 0.0541
INFO  metric postCtsSetupRepairBufs = 0
INFO  metric clock_path_buffers = 3
INFO  metric worst_pin_slew = 1.17 ns
INFO  metric clock_tree_from_tritoncts = yes
INFO  metric power.share.sequential = 0.509
INFO  metric hold_depth = 2
INFO  metric io_pins = 113
INFO  metric switching_power_share_of_the_total = 0.228
INFO  metric routed_vias_inst = around 5.6
INFO  metric hold_violations = 0
INFO  metric largest_area_cell = sky130_fd_sc_hd__edfxtp_1
INFO  metric tool_warnings = 26
INFO  metric drt_pass1_iterations = 5
INFO  metric synthesis.yosys.warnings = 1
INFO  metric maxCapViolCount = 0
INFO  metric top_cells_by_count = sky130_fd_sc_hd__edfxtp_1 (1,024), sky130_fd_sc_hd__mux4_2 (425), sky130_fd_sc_hd__mux2i_1 (183)
INFO  metric first_iter_violations = 1,476
INFO  metric post_cts_hold_buffer_count = 0
INFO  metric antenna_found_initial = 9
INFO  metric gate_count_after_technology_mapping = 2,400
INFO  metric final_layout_size_suffix_gt1_frac = 0.292
INFO  metric timing_max_transition_violations_final = 0
INFO  metric yosysCellCount = 2,400
INFO  metric critPathLaunch = rs2[3]
INFO  metric proportion_of_netlist_area_held_by_the_largest_area_contributor = 0.655
INFO  metric chipArea = 0.158 mm2
INFO  metric cts.root.buffer_cell = sky130_fd_sc_hd__clkbuf_16
INFO  metric numPortBuffers = 112
INFO  metric layout_top_registers = reg_file (1024)
INFO  metric grt_start_max_net_pins = 78
INFO  metric grt_use_total = 0.197
INFO  metric max_freq = 124 MHz
INFO  metric worstSetupEndpoint = rd_data_2[5]
INFO  metric htree_levels = 3
INFO  metric vdd.ir_drop.worst = ~0.14 mV
INFO  metric cp_max_fo = 26
INFO  metric floorplan.core_area = 0.155 mm2
INFO  metric cp-start-kind = input pin
INFO  metric grt_setup_unrepaired = no
INFO  metric timing.critical_path.required = 7.92 ns
INFO  metric synth-edff-count = 1,024
INFO  metric worst_setup_slack_final = 1.81 ns
INFO  metric post_synth_xor_area_fraction = 0
INFO  metric power.internal = 7.35 mW
INFO  metric place.detailed.hpwl = 86,100 um
INFO  metric route.vias.total = 26,010
INFO  metric ys_top_logic_family = multiplexers
INFO  metric kind_of_end_point_of_the_critical_path = output pin
INFO  metric powerDensity = 175 mW/mm2
INFO  metric avgRoutedWirePerCell = 30.9 um
INFO  metric clkSinkCount = 1,024
INFO  metric simple_gate_area_frac = 0.0194
INFO  metric fp.dieW = ~400 um
INFO  metric timing.critical_path.arrival = 6.11 ns
INFO  metric status = finished clean
INFO  metric filler_cell_count = 14,218
INFO  metric synth-adder-area-share = 0
INFO  metric drtAntennaViolNets = 0
INFO  metric clkTransAtPathRegs = approximately 0.06 ns
INFO  metric netSwitchingPower = 2.17 mW
INFO  metric setup_total_negative_slack = 0 ns
==> per-stage QoR <==
stage,area (um2),std cells,total power [mW],hold slack (ns),utilization
floorplan,47000,2400,5.39,2.08,-
global placement,51100,4488,5.81,2.81,0.330
detailed placement,51100,4489,5.81,2.81,0.330
CTS,54300,4682,9.58,2.09,0.351
global route,54300,4682,9.80,2.12,0.351
finish,54300,4682,9.51,2.12,0.351
==> how the worst min path moves through the flow <==
stage	endpoint	startpoint	slack (ns)
CTS	reg_file[7][2]	wr_data[2]	2.09
global route	reg_file[1][22]	wr_data[22]	2.12
finish	reg_file[25][25]	wr_data[25]	2.12
==> cell usage in the layout, fill, tap and decap left out, types with 5 or more instances in the layout <==
master | netlist | final
sky130_fd_sc_hd__nor3_1 | 32 | 32
sky130_fd_sc_hd__a32o_1 | 9 | 9
sky130_fd_sc_hd__nor2_4 | 0 | 33
sky130_fd_sc_hd__a211o_1 | 23 | 23
sky130_fd_sc_hd__nor4_1 | 9 | 8
sky130_fd_sc_hd__edfxtp_1 | 1024 | 1024
sky130_fd_sc_hd__buf_4 | 20 | 127
sky130_fd_sc_hd__mux2i_1 | 183 | 183
sky130_fd_sc_hd__nor2b_1 | 8 | 5
sky130_fd_sc_hd__nand3b_1 | 7 | 7
sky130_fd_sc_hd__bufinv_16 | 0 | 7
sky130_fd_sc_hd__clkdlybuf4s50_1 | 0 | 105
sky130_fd_sc_hd__a211oi_1 | 47 | 47
sky130_fd_sc_hd__clkinv_2 | 0 | 22
sky130_fd_sc_hd__clkinv_1 | 0 | 22
sky130_fd_sc_hd__inv_1 | 25 | 24
sky130_fd_sc_hd__mux2_2 | 5 | 5
sky130_fd_sc_hd__and2_1 | 13 | 12
sky130_fd_sc_hd__mux2_1 | 19 | 19
sky130_fd_sc_hd__a21oi_1 | 46 | 46
sky130_fd_sc_hd__nand2_1 | 65 | 64
sky130_fd_sc_hd__o221ai_1 | 31 | 31
sky130_fd_sc_hd__mux4_2 | 425 | 425
sky130_fd_sc_hd__inv_6 | 0 | 6
sky130_fd_sc_hd__a221oi_1 | 23 | 23
sky130_fd_sc_hd__clkbuf_16 | 0 | 106
sky130_fd_sc_hd__clkinvlp_4 | 0 | 5
sky130_fd_sc_hd__clkbuf_1 | 104 | 23
sky130_fd_sc_hd__a2111oi_0 | 31 | 30
sky130_fd_sc_hd__a22o_1 | 62 | 62
sky130_fd_sc_hd__buf_12 | 0 | 7
sky130_fd_sc_hd__o22ai_1 | 55 | 55
==> kinds of logic after synthesis <==
family / after synthesis
AOI/OAI and AO/OA: 331
DFF: 1024
and+or+nand+nor: 187
buffers and inverters: 226
muxes: 632
==> cell type report <==
cell class	count	area, um2	area share
flip-flops and latches	1024	30700	0.566
clock buffers	129	2740	0.0504
inverters	25	98.8	0.00182
multi-input cells	1150	15400	0.284
clock inverters	64	529	0.00974
repair buffers	246	2220	0.0409
well taps	2044	2560	0.0471
==> power by group through the flow <==
| stage | Sequential, mW | Combinational, mW | Clock (mW) |
|---|---|---|---|
| 4_1_cts | 4.84 | 0.878 | 3.86 |
| 5_1_grt | 4.85 | 0.935 | 4.02 |
| 6_report | 4.84 | 0.877 | 3.79 |
==> worst max-delay path, stage by stage <==
cell                              delay (ns)
sky130_fd_sc_hd__clkdlybuf4s50_1        0.73
sky130_fd_sc_hd__or3b_2                 0.92
sky130_fd_sc_hd__buf_4                  0.43
sky130_fd_sc_hd__o22ai_1                0.26
sky130_fd_sc_hd__a2111oi_0              0.10
sky130_fd_sc_hd__nor3_1                 0.91
sky130_fd_sc_hd__buf_4                  0.25
sky130_fd_sc_hd__clkdlybuf4s50_1        0.46
==> routing by layer <==
metal	wire, um	share of wire	track usage	vias up
met5	374	0.0026	0.0151	-
met4	3380	0.023	0.0354	18
met3	30400	0.21	0.186	227
met2	65100	0.45	0.285	2001
met1	45600	0.31	0.211	13018
li1	-	-	-	10746
No activity file was given, so power comes from the tool's default toggle rates.
