File: flow/design.v
`timescale 1ns / 1ps
module ALU(
    bus_A,
    bus_B,
    alu_ctrl,
    bus_out
    );
parameter DATA_WIDTH = 32;
input  [DATA_WIDTH-1 : 0]   bus_A;
input  [DATA_WIDTH-1 : 0]   bus_B;
input  [3: 0]               alu_ctrl;
output [DATA_WIDTH-1 : 0]   bus_out;
reg [DATA_WIDTH-1 : 0] op_reg;
wire signed [DATA_WIDTH-1 : 0]   bus_A_SIGNED;
wire signed [DATA_WIDTH-1 : 0]   bus_B_SIGNED;
assign bus_out = op_reg;
assign bus_A_SIGNED = $signed(bus_A);
assign bus_B_SIGNED = $signed(bus_B);
always @(*) begin
    case (alu_ctrl)
        4'b0000 : op_reg = bus_A + bus_B;                      
        4'b0001 : op_reg = bus_B +{~bus_A + 1'b1};             
        4'b0010 : op_reg = bus_B<<bus_A;                      
        4'b0100 : begin                                       
            if(bus_A_SIGNED < bus_B_SIGNED)
                op_reg = 32'd1;
            else
                op_reg = 32'd0;
        end
        4'b0110 : begin                                       
            if(bus_A < bus_B)
                op_reg = 32'd1;
            else
                op_reg = 32'd0;
        end
        4'b1000 : op_reg = bus_A^bus_B;                       
        4'b1010 : op_reg = bus_B>>bus_A;                       
        4'b1011 : op_reg = bus_B_SIGNED >>> bus_A_SIGNED;      
        4'b1100 : op_reg = bus_A&bus_B;                       
        4'b1110 : op_reg = bus_A|bus_B;                       
        default : op_reg = 32'd0;    
    endcase
end
endmodule
File: flow/config.mk
export PLATFORM = sky130hd
export DESIGN_NAME = ALU
export DESIGN_NICKNAME = ALU
export VERILOG_FILES = /design/flow/design.v
export SDC_FILE = /design/flow/constraint.sdc
export NUM_CORES = 4
export LEC_CHECK = 1
export CORE_UTILIZATION = 50
File: flow/run.sh
#!/bin/bash
# OpenROAD 26Q1-2900-gdf79404cd8, Yosys 0.63+post, stock flow scripts
make -C /OpenROAD-flow-scripts/flow DESIGN_CONFIG=/design/flow/config.mk WORK_HOME=/design/flow/orfs finish
File: flow/constraint.sdc
current_design ALU

set clk_period 18.5
set clk_io_pct 0.2

create_clock -name clk0 -period $clk_period

set non_clock_inputs [all_inputs -no_clocks]
set_input_delay [expr $clk_period * $clk_io_pct] -clock clk0 $non_clock_inputs
set_output_delay [expr $clk_period * $clk_io_pct] -clock clk0 [all_outputs]
==> flow_summary.ini <==
; generated from flow reports
[min_path]
min_to = bus_out[3]
min_from = bus_A[3]
min_path_cells = 6
holdCritPathClass = input pin to output port

[outcome]
status = finished, final reports clean

[pwr]
power_w = 0.000309
p_per_area_nw_per_um2 = 27.2
ir_worst_vdd_mv = 0.0161
leakagePower_nw = 4.50

[setup_path]
critPathRequiredTime_ns = 14.80
cp_top_family = AND-OR/OR-AND gates
worst-path-buf-inv = 3
critPathArrivalTime_ns = 8.93
cp_cell_sequence = clkdlybuf4s50_1 > inv_1 > ha_1 > nor4_1 > nand3_1 > a21oi_1 > o21ai_1 > a2111oi_1 > o21ba_2 > a21oi_1 > mux2_2 > nand3_1 > clkdlybuf4s50_1
cp_slowest_stage_delay_ns = 0.98
startpoint = bus_B[9]
setup.worst_path.end_class = output port
path_class = input pin to output port
start_kind = input pin
slowest_stage = nor4_1
crit_path_max_fanout = 11

[global_route]
grt_pass1_vias = 11800
grt_max_degree = 70
gr-usage-all-layers_pct = 49.5
antenna_found_initial = 1
overflow = 0
grt_pass1_wl_um = 77100

[cts]
cts_hold_buffers = 0
cts_setup_buffers = 0
cts_resized = 0

[final_layout]
final_cells = 1787
clkbuf_count = 0
comb_area_um2 = 9330
area.growth.synth_to_final_pct = 10.7
seqCellArea_um2 = 0
fillers = 1956
flop-count = 0
drive_gt1_share_pct = 8.70

[run]
cap_violations = 0
warnings = 128

[sta]
rsz0062_at_grt = false
fin_hold_ws_ns = 8.62
maxSlewHeadroom_pct = 24.0
tightest_slew_ns = 1.13
slew_viol_final = 0
hold_viol = 0
finalSetupTns_ns = 0
period_minus_slack_ns = 12.63
period_used_pct = 68.3
fmax_ghz = 0.0792
setup_viol = 0

[die]
chipArea_um2 = 21100
ios = 100
core_um2 = 20200
die_height_um = 145
fp.dieW_um = 145
std_cell_rows = 52
fp-utilization_pct = 51.0

[synth]
syn_inst = 1504
ys_types = 86
synth_area_um2 = 10300
syn_avg_cell_area_um2 = 6.83
yosys_warnings = 1
ys_seq_share_pct = 0
ys_cells = 1504
synth-area-yosys_um2 = 10300

[routing]
postRouteAntennaNets = 0
drtIter0Drc = 1620
met3_length_um = 8080
wl_met2_um = 21000
vias_per_cell = 7.34
m1WireLength_um = 20200
routed_wl_um = 52300
num_antenna_cells = 0
drcViolationCount = 0
num_vias = 13100
drt-pass1-iter-count = 8
dr.max_layer_used = met5
wl_per_cell_um = 29.3

[place]
portBuffers = 100
dp_hpwl_um = 39600
place_congestion = 1.12
dp_cells = 1787
## metrics by stage
stage                     instance area (um^2)  setup slack (ns)  utilization (%)
after floorplan                          10300              8.08                -
after global placement                   11400              6.30             56.4
after detailed placement                 11400              6.31             56.4
after CTS                                11400              6.28             56.4
after global routing                     11400              5.84             56.4
final                                    11400              5.87             56.4
## metal layers
layer	vias up	track usage, %
met5	-	0
met1	6032	69.2
met4	2	22.4
met2	1142	68.6
met3	203	17.9
li1	5731	-
## cells by family (layout without fill, tap and decap cells)
group	count (synthesis)	after routing	share of synthesized area [%]
fa+ha+maj	129	129	15.9
buf+inv	239	252	9.59
xor+xnor	7	7	0.597
simple gates	466	466	21.1
compound gates	557	557	37.4
mux	106	106	15.5
## cell usage in the layout, fill, tap and decap left out, drive strengths merged, types with 26 or more instances in the layout
cell type and n:
mux4 40, a221oi 27, nor3 48, a211oi 33, clkdlybuf4s50 96, a22oi 29, mux2i 54, inv 110
a21oi 134, nor4 26, nand2 122, ha 127, buf 44, o21ai 99, nor2 169, o211ai 35
## cell type report
type / count / area share, %
multi-input combinational: 1265 / 82.0
tap: 270 / 2.97
inverter: 112 / 3.70
timing repair buffer: 140 / 11.3
## synthesized netlist by cell type, types with 17 or more instances
library cell  count  area [um^2]
a211oi_1         32          240
a21oi_1         134          671
a221oi_1         27          236
a22oi_1          29          218
buf_2            30          150
clkbuf_1         72          270
ha_1            127         1590
inv_1           107          402
mux2i_1          53          531
mux4_2           40          901
nand2_1         122          458
nand3_1          19         95.1
nor2_1          168          631
nor3_1           47          235
nor4_1           24          150
o211ai_1         35          263
o21ai_0          93          465
o21bai_1         17          128
o31ai_1          19          143
## worst max-delay path by stage
stage            endpoint  slack (ns)  cells past startpoint
global route  bus_out[31]        5.84                     13
finish        bus_out[27]        5.87                     13
CTS           bus_out[27]        6.28                     13
## where the power goes
| group | switching [W] | internal [W] |
|---|---|---|
| sequential | 0 | 0 |
| clock | 0 | 0 |
| combinational | 0.000192 | 0.000117 |
Power figures rest on the tool's default switching activity, not on a simulated workload.
